**design/flow/design.v**
```verilog
module mod_mult_m_14 (
  input  wire        clk,
  input  wire        rst,
  input  wire [13:0] modulus,
  input  wire [14:0] modulus_inv,
  input  wire [13:0] input_data0,
  input  wire [13:0] input_data1,
  output reg  [13:0] output_data
);
  reg [27:0] product;                
  reg [13:0] q_est;                 
  reg [29:0] r_partial0, r_partial1, r_partial2, r_partial3, r_partial4, r_partial5, r_est;  
  reg [24:0] y_partial0, y_partial1, y_term;  
  reg [14:0] diff;                 
  reg [13:0] result;               
  always @(posedge clk or negedge rst) begin
    if (!rst)
      product <= 0;
    else
      product <= input_data0 * input_data1;
  end
  always @(posedge clk or negedge rst) begin
    if (!rst)
      q_est <= 0;
    else
      q_est <= product[27:14];
  end
  always @(posedge clk or negedge rst) begin
    if (!rst) begin
      r_partial0 <= 0;
      r_partial1 <= 0;
      r_partial2 <= 0;
      r_partial3 <= 0;
      r_partial4 <= 0;
      r_partial5 <= 0;
      r_est      <= 0;
    end else begin
      r_partial0 <= (q_est << 14);                
      r_partial1 <= r_partial0 + (q_est << 12);   
      r_partial2 <= r_partial1 + (q_est << 10);   
      r_partial3 <= r_partial2 + (q_est << 8);    
      r_partial4 <= r_partial3 + (q_est << 6);    
      r_partial5 <= r_partial4 + (q_est << 4);    
      r_est      <= r_partial5 + (q_est << 1) + q_est;  
    end
  end
  always @(posedge clk or negedge rst) begin
    if (!rst) begin
      y_partial0 <= 0;
      y_partial1 <= 0;
      y_term     <= 0;
    end else begin
      y_partial0 <= (r_est[13:0] << 13);
      y_partial1 <= y_partial0 + (r_est[13:0] << 12);
      y_term     <= y_partial1 + r_est[13:0];
    end
  end
  always @(posedge clk or negedge rst) begin
    if (!rst)
      diff <= 0;
    else
      diff <= product[13:0] - y_term[14:0];
  end
  always @(posedge clk or negedge rst) begin
    if (!rst)
      output_data <= 0;
    else if (diff >= (modulus << 1))
      output_data <= diff - (modulus << 1);
    else if (diff >= modulus)
      output_data <= diff - modulus;
    else
      output_data <= diff;
  end
endmodule
```
**design/flow/config.mk**
```make
export PLATFORM = sky130hd
export DESIGN_NAME = mod_mult_m_14
export DESIGN_NICKNAME = mod_mult_m_14
export VERILOG_FILES = /design/flow/design.v
export SDC_FILE = /design/flow/constraint.sdc
export NUM_CORES = 4
export LEC_CHECK = 1
export CORE_UTILIZATION = 50
```
**design/flow/constraint.sdc**
```tcl
current_design mod_mult_m_14

set clk_period 10.4
set clk_io_pct 0.2

create_clock -name clk0 -period $clk_period [get_ports {clk}]

set non_clock_inputs [all_inputs -no_clocks]
set_input_delay [expr $clk_period * $clk_io_pct] -clock clk0 $non_clock_inputs
set_output_delay [expr $clk_period * $clk_io_pct] -clock clk0 [all_outputs]
```
**design/flow/run.sh**
```bash
#!/bin/bash
# OpenROAD 26Q1-2900-gdf79404cd8, Yosys 0.63+post, stock flow scripts
make -C /OpenROAD-flow-scripts/flow DESIGN_CONFIG=/design/flow/config.mk WORK_HOME=/design/flow/orfs finish
```
==> deck_impl_summary.md <==
Synthesis and Place & Route Summary

Status
  – Run status: finished, final reports clean

Route
  – Pre-Repair DR Iteration Count: 4
  – DR vias: ~8700
  – # DRC: 0
  – Routed wl met2: 13.0 mm
  – Antenna diodes: 0
  – Number of vias per cell: between 5 and 6
  – Antenna Nets Post-Route: 0
  – Max layer used: met4
  – 1st-iter DRT viols: 276
  – Wire per inst: 15.1 um
  – Post-Route WL: 25.1 mm
  – WL met3: slightly above 800 um
  – DRT met1 WL: approximately 11 mm

Worst setup path
  – CP Data Arrival Time: 8.57 ns
  – FF-to-FF setup slack: 7.47 ns
  – Worst-path fanout max: 14
  – Crit-path max cell delay: 0.76 ns
  – CP top delay family: adder cells
  – CP cell instances: clkdlybuf4s50_1 > and2_1 > fa_1 > inv_1 > fa_1 > inv_1 > fa_1 > inv_1 > fa_1 > inv_1 > fa_1 > inv_1 > fa_1 > inv_1 > ha_1 > a2111oi_1 > o21ai_2 > nand3_2 > a31oi_4 > a31oi_4 > o311a_2 > nor3b_2 > a211o_1
  – Bufs and invs on worst path: 7
  – Startpoint types: input port
  – Crit path DRT: 10.65 ns
  – Slowest cell on the critical path: clkdlybuf4s50_1
  – CP Capture Type: register
  – Critical path class: in2reg

CTS
  – H-Tree Level Count: 3
  – Post-CTS Hold Buffers: 0
  – Clk slew on worst S/H paths: about 0.08 ns
  – Clk buf depth: 2
  – Cts bufs inserted: 9
  – CTS tree: built
  – Sink Count: ~110
  – Postcts setup bufs: 0
  – Root Buffer: clkbuf_16
  – Late-Pin Clk Latency: around 0.36 ns
  – # resized after CTS: 0

Yosys
  – Synth area leader: fa_1
  – Top cells by area: fa_1 25%, dfrtp_1 22%, ha_1 15%
  – Top cells by count: 219 x inv_1, 157 x ha_1, 156 x fa_1, 126 x nand2_1, 111 x dfrtp_1
  – Synthesized registers: roughly 110
  – Unique cell types: 70
  – Flip-flops with a built-in enable: 0
  – Leading register cell type out of synthesis: dfrtp_1
  – Async set-or-reset flop fraction in the synthesized netlist: 100%
  – Post-Syn Area: 12700 um2
  – Mean Syn Cell Area: 9.75 um2
  – Sequential share of the synthesized area: about 22%
  – Ys Warns: 1
  – Mapped Cells: 1300
  – Area share, top type: 24.6%
  – Count leader, synth: inv_1
  – Yosys chip area: 12700 um2
  – Yosys stat cell total: 1300

Final timing
  – Fmax: 120 MHz
  – Tightest Pin Transition: ~0.67 ns
  – Rel. slew slack: 54.9%
  – Setup TNS: 0 ns
  – Final min period: 8.32 ns
  – Final tally of hold violations: 0
  – Period Utilization, post-route: 80.0%
  – # setup viols final: 0
  – RSZ-0062 raised after global routing: no
  – Final setup margin: 2.08 ns
  – Worst Skew: ~0.012 ns
  – Fin. max-slew vios: 0

Placement
  – Final GP Congestion: 0.907
  – Port bufs: 57
  – Placed instance area: about 14000 um2
  – Hpwl dp: 20.6 mm
  – DP Worst Slack: 1.65 ns

Final layout
  – Final Cell Area: about 14000 um2
  – Layout cells sized above 1: 3.36%
  – Area growth from synthesis to layout: 9.13%
  – Fillers: 2182

GRT
  – Largest net degree at the start of global routing: 51
  – First-pass GRT wire length: 42.8 mm
  – Initial antenna violation count: 0
  – Tot GR Track Use: a little over a fifth
  – Vias in the first global route: 8766
  – Grt ovf: 0

Die
  – Die area: around 26000 um2
  – Rows: 57
  – Initial Util: 51.5%
  – Core Footprint: 24600 um2
  – Die width: 161 um
  – I/O pin cnt: about 73
  – Die outline height: 161 um

Run
  – Max Cap Viol: 0
  – Tool Warnings: 40

Min path
  – Tightest Hold Check Type: reg2reg
==> kinds of logic (layout without fill, tap and decap cells) <==
family / after synthesis / count (layout) / share of synthesized area (%)
AND/OR/NAND/NOR: 347 / 347 / 13.8
adder cells (fa/ha/maj): 313 / 313 / 40.1
buffers and inverters: 255 / 296 / 7.71
AND-OR/OR-AND: 186 / 186 / 10.3
flip-flops: 111 / 111 / 21.9
XOR/XNOR: 72 / 72 / 4.97
multiplexers: 16 / 16 / 1.26
==> cells in the final DEF (no fill, tap or decap), types with 6 or more instances in the layout <==
master           netlist  routed
xnor2_1               53      53
nand3_1               12      12
nor2_1                43      43
dfrtp_1              111     111
nor3_1                11      11
and2_1               102     102
o21ai_0               22      22
ha_1                 157     157
o21ai_1               11      11
xor2_1                19      19
inv_1                219     219
nand4_1                6       6
a21oi_1               49      49
a21o_1                16      16
o21bai_1              11      11
nand2b_1               9       9
o21a_1                15      15
nor2b_1               10      10
clkbuf_16              0       9
clkdlybuf4s50_1        0      56
mux2i_1               16      16
fa_1                 156     156
or3_1                  8       8
nand2_1              126     126
==> state kept, by name, indices dropped and copies added, names as in the netlist <==
register,count
diff,15
output_data,14
product,28
q_est,14
r_est,14
r_partial2,2
r_partial3,2
r_partial4,2
r_partial5,3
y_partial1,2
y_term,15
==> per-layer routing <==
| metal | global-route usage (%) | up-vias |
|---|---|---|
| met5 | 0 | - |
| met4 | 2.66 | 0 |
| met3 | 2.96 | 22 |
| met2 | 37.5 | 144 |
| met1 | 32.1 | 4274 |
| li1 | - | 4263 |
==> final timing paths <==
check                                 startpoint                   endpoint  depth (start not counted)
setup / recovery                  input_data0[6]      product[26]$_DFF_PN0_                         23
hold / removal             product[16]$_DFF_PN0_         q_est[2]$_DFF_PN0_                          0
setup reg to reg              q_est[1]$_DFF_PN0_        r_est[12]$_DFF_PN0_                         11
hold reg to reg            product[16]$_DFF_PN0_         q_est[2]$_DFF_PN0_                          0
max in group asynchronous                    rst        r_est[11]$_DFF_PN0_                          3
min in group asynchronous                    rst  output_data[11]$_DFF_PN0_                          1
==> per-stage QoR <==
step	hold slack [ns]	util [%]	instances
6_report	0.350	56.2	1665
5_1_grt	0.358	56.2	1665
4_1_cts	0.353	56.2	1665
3_5_place_dp	0.335	55.0	1649
3_3_place_gp	0.334	55.0	1649
2_1_floorplan	0.331	-	1300
==> area by class of cell <==
cell class | count | area, um2 | share of cell area (%)
inverters | 219 | 822 | 5.94
clock inverters | 7 | 83.8 | 0.606
multi-input cells | 934 | 8930 | 64.5
well taps | 324 | 405 | 2.93
clock buffers | 9 | 225 | 1.63
repair buffers | 61 | 598 | 4.32
flip-flops and latches | 111 | 2780 | 20.1
