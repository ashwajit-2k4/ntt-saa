$ cat ./design.v
module mod_mult_m_12 (
  input  wire        clk,
  input  wire        rst,
  input  wire [11:0] modulus,        
  input  wire [12:0] modulus_inv,    
  input  wire [11:0] input_data0,
  input  wire [11:0] input_data1,
  output reg  [11:0] output_data
);
  reg [23:0] product;                 
  reg [12:0] q_est;                  
  reg [25:0] r_partial0, r_partial1, r_partial2, r_partial3, r_est;  
  reg [24:0] y_partial0, y_partial1, y_partial2, y_term;             
  reg [12:0] diff_stage12;           
  reg [12:0] temp_result_stage13;    
  always @(posedge clk or negedge rst) begin
    if (!rst)
      product <= 0;
    else
      product <= input_data0 * input_data1;
  end
  always @(posedge clk or negedge rst) begin
    if (!rst)
      q_est <= 0;
    else
      q_est <= product[23:11];
  end
  always @(posedge clk or negedge rst) begin
    if (!rst) begin
      r_partial0 <= 0;
      r_partial1 <= 0;
      r_partial2 <= 0;
      r_partial3 <= 0;
      r_est      <= 0;
    end else begin
      r_partial0 <= (q_est << 12);
      r_partial1 <= r_partial0 + (q_est << 10);
      r_partial2 <= r_partial1 - (q_est << 6);
      r_partial3 <= r_partial2 - (q_est << 4);
      r_est      <= r_partial3 - q_est;
    end
  end
  always @(posedge clk or negedge rst) begin
    if (!rst) begin
      y_partial0 <= 0;
      y_partial1 <= 0;
      y_partial2 <= 0;
      y_term     <= 0;
    end else begin
      y_partial0 <= (r_est[11:0] << 11);
      y_partial1 <= y_partial0 + (r_est[11:0] << 10);
      y_partial2 <= y_partial1 + (r_est[11:0] << 8);
      y_term     <= y_partial2 + r_est[11:0];
    end
  end
  always @(posedge clk or negedge rst) begin
    if (!rst)
      diff_stage12 <= 0;
    else
      diff_stage12 <= product[11:0] - y_term[12:0];
  end
  always @(posedge clk or negedge rst) begin
    if (!rst)
      temp_result_stage13 <= 0;
    else if (diff_stage12 >= (modulus << 1))
      temp_result_stage13 <= diff_stage12 - (modulus << 1);
    else if (diff_stage12 >= modulus)
      temp_result_stage13 <= diff_stage12 - modulus;
    else
      temp_result_stage13 <= diff_stage12;
  end
  always @(posedge clk or negedge rst) begin
    if (!rst)
      output_data <= 0;
    else
      output_data <= temp_result_stage13[11:0];
  end
endmodule
$ cat ./run.sh
#!/bin/bash
# OpenROAD 26Q1-2900-gdf79404cd8, Yosys 0.63+post, stock flow scripts
make -C /OpenROAD-flow-scripts/flow DESIGN_CONFIG=/design/flow/config.mk WORK_HOME=/design/flow/orfs finish
$ cat ./config.mk
export PLATFORM = sky130hd
export DESIGN_NAME = mod_mult_m_12
export DESIGN_NICKNAME = mod_mult_m_12
export VERILOG_FILES = /design/flow/design.v
export SDC_FILE = /design/flow/constraint.sdc
export NUM_CORES = 4
export LEC_CHECK = 1
export CORE_UTILIZATION = 50
$ cat ./constraint.sdc
current_design mod_mult_m_12

set clk_period 5.9
set clk_io_pct 0.2

create_clock -name clk0 -period $clk_period [get_ports {clk}]

set non_clock_inputs [all_inputs -no_clocks]
set_input_delay [expr $clk_period * $clk_io_pct] -clock clk0 $non_clock_inputs
set_output_delay [expr $clk_period * $clk_io_pct] -clock clk0 [all_outputs]
==> metrics.cfg <==
[outcome]
status = completed

[logic_synthesis]
async_flop_share_pct = 100
synthFlopType = dfrtp_1
yosys_area_um2 = 10100
top_cell_area_share_pct = 27.2
syn_area_um2 = 10100
yosysUniqueCellTypes = 57
topCellsByArea = dfrtp_1 (27%), fa_1 (21%), ha_1 (14%), inv_1 (6.9%), and2_1 (4.4%)
ys_ff = 110
yosysTopAreaCell = dfrtp_1
ys_cells = 1026
ys.warnings.count = 1
syn_area_per_cell_um2 = 9.85
yosysSeqAreaShare_pct = 27.2
synth_cells = 1026
edf_count = 0

[final_layout]
logic_area_um2 = 6560
design_area_um2 = 11700
drive_gt1_share_pct = 10.4
fin_util_pct = 59.7
area.growth.synth_to_final_pct = 16.0
regArea_um2 = 2750
fillers = 1742
lay_top_cells = inv_1 (186), ha_1 (113), dfrtp_1 (110), fa_1 (102), nand2_1 (97)
mostFrequentLayoutCell = inv_1

[power]
leakagePower_uw = 0.00606
power_density_nw_per_um2 = 569
power.total_uw = 6680
irDropWorstVdd_v = 0.000253

[critical_path]
critPathCaptureType = register
required_ns = 6.16
cp.arrival_ns = 5.97
crit_family = adder cells
path_cells = clkdlybuf4s50_1, nand2_1, fa_1, fa_1, inv_1, fa_1, fa_1, fa_1, ha_1, a211oi_2, o21bai_2, nor3_1, a211o_2, o21ai_2, a21oi_2, xnor2_1
crit_fanout = 3
slowest_stage = clkdlybuf4s50_1
crit_type = in -> reg
critPathBufInv = 2
rr_startpoint = y_term[1]
startpoint_type = primary input
max_stage_delay_ns = 0.55
crit_start = input_data0[0]
path_common_cell = fa_1

[global_routing]
grt_overflow_total = 0
antenna_found_initial = 0
grt_pass1_vias = 6781
grt_max_degree = 44
grt_usage_pct = 20.4
grt_pass1_wl_um = 31700

[clock_tree]
clock_path_buffers = 2
cts_hold_buf = 0
clkTransAtPathRegs_ns = 0.08
htreeDepth = 3
clock_latency_ns = 0.35
cts_buffers = 9
cts_tree = built
clockRootBuffer = clkbuf_16
clock_sinks = 110

[drt]
wl_per_cell_um = 13.2
drc = 0
antenna_cells = 0
vias = 6896
routed_wl_um = 18600
ant_nets = 0
viasPerCell = 4.92
drt_pre_antenna_iters = 4
drt_iter0_markers = 162

[place]
place_area_um2 = 11400
finalWeightedCongestion = 0.895
dp_hpwl_um = 15800
io_buffers = 49

[floorplanning]
row_count = 51
core_um2 = 19700
ios = 63
chipArea_um2 = 20800
fp.dieH_um = 144
die_x_um = 144
fp_util_pct = 51.4

[run]
warnings = 38
max-cap-violations = 0

[min_path]
min_path_type = reg -> reg
hp-start = temp_result_stage13[10]

[final_timing]
fin_crit_ns = 5.71
fin_crit_sh_pct = 96.7
setup_violations = 0
drv_slew = 0
relSlewSlack_pct = 45.6
tightest_slew_ns = 0.816
fin_skew_ns = 0.00812
max_freq_mhz = 175
finalHoldViolations = 0
hold_ws_ns = 0.351

==> routing by layer <==
metal / global-route usage, % / vias to the layer above / share of wire (%)
met1: 30.7 / 3298 / 46
met3: 2.53 / 16 / 3.0
li1: - / 3474 / -
met4: 3.16 / 0 / 2.0
met5: 0 / - / 0
met2: 34.0 / 108 / 49
==> Yosys cell counts (15+ instances only) <==
cell,count
nand2_1,97
fa_1,104
a21oi_1,42
o21ai_0,15
o21ai_1,17
clkbuf_1,24
dfrtp_1,110
xnor2_1,48
ha_1,114
nor2_1,26
inv_1,186
mux2i_1,17
and2_1,71
xor2_1,19
==> cells by family (layout without fill, tap and decap cells) <==
group	count (synthesis)	after routing	share of synthesized area (%)
buf+inv	213	325	8.13
simple gates	254	254	12.7
flops	110	110	27.2
mux	17	17	1.68
xor+xnor	67	67	5.81
fa+ha+maj	218	218	34.7
compound gates	147	147	9.78
==> stage by stage <==
stage               TNS, ns  instances  setup slack (ns)
floorplan                 0       1026             0.219
global placement      -2.99       1386            -0.432
detailed placement    -3.48       1386            -0.488
CTS                       0       1402            0.0378
global route        -0.0178       1403           -0.0157
finish                    0       1403             0.193
==> state kept, by name, summed over array words and instances (netlist names), 6 cells and up <==
name and count:
r_partial3 6, temp_result_stage13 12, product 23, y_term 13, output_data 12, r_est 12
q_est 12, diff_stage12 13
==> layout make-up <==
type | count | area share, %
clock buffer | 9 | 1.92
clock inverter | 7 | 0.651
inverter | 186 | 5.95
multi-input combinational | 703 | 55.9
sequential | 110 | 23.5
tap | 265 | 2.83
timing repair buffer | 123 | 9.22
==> path summary, 6_finish.rpt <==
| check | to | slack [ns] | cells past startpoint |
|---|---|---|---|
| worst min-delay path | output_data[10] | 0.35 | 0 |
| max in group asynchronous | diff_stage12[2] | 4.29 | 2 |
| min in group asynchronous | r_partial3[7] | 0.75 | 1 |
| worst max register to register | diff_stage12[11] | 3.28 | 8 |
| worst min register to register | output_data[10] | 0.35 | 0 |
| worst max-delay path | product[22] | 0.19 | 16 |
==> power by group <==
group	leakage, uW	internal, uW	switching, uW
combinational	0.00463	2320	2360
clock	0.000140	299	290
sequential	0.00129	1210	194
==> worst reg2reg max path, delay by kind of cell (launching register included) <==
| family | cells | cell delay [ns] |
|---|---|---|
| compound gates | 5 | 1.27 |
| flops | 1 | 0.53 |
| xor+xnor | 1 | 0.16 |
| buf+inv | 1 | 0.22 |
| fa+ha+maj | 1 | 0.32 |
==> timing repair <==
| item | in CTS | in global routing |
|---|---|---|
| resized | 6 | 19 |
| setup endpoints to repair | 4 | 8 |
| buffers inserted | 0 | 1 |
| hold endpoints to repair | 0 | 0 |
| pin swaps | 0 | 9 |
Power is estimated from default activity; no workload was simulated.
