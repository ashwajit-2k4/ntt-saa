==> ./design.v <==
module mod_mult_m_23 (
  input  wire        clk,
  input  wire        rst,
  input  wire [22:0] modulus,        
  input  wire [23:0] modulus_inv,    
  input  wire [22:0] input_data0,
  input  wire [22:0] input_data1,
  output reg  [22:0] output_data
);
  reg [45:0] x_stage_00, x_stage_01, x_stage_10;
  reg [22:0] q_est;
  reg [47:0] r_partial0, r_partial1, r_partial2, r_est;
  reg [46:0] y_partial0, y_partial1, y_partial2, y_term;
  reg [22:0] diff;
  always @(posedge clk or negedge rst) begin
    if (!rst) begin
      x_stage_00 <= 0;
      x_stage_01 <= 0;
    end else begin
      x_stage_00 <= input_data0 * input_data1[16:0];
      x_stage_01 <= input_data0 * input_data1[22:17];
    end
  end
  always @(posedge clk or negedge rst) begin
    if (!rst)
      x_stage_10 <= 0;
    else
      x_stage_10 <= x_stage_00 + (x_stage_01 << 17);
  end
  always @(posedge clk or negedge rst) begin
    if (!rst)
      q_est <= 0;
    else
      q_est <= x_stage_10[45:23];
  end
  always @(posedge clk or negedge rst) begin
    if (!rst) begin
      r_partial0 <= 0;
      r_partial1 <= 0;
      r_partial2 <= 0;
      r_est <= 0;
    end else begin
      r_partial0 <= (q_est << 23);
      r_partial1 <= r_partial0 + (q_est << 13);
      r_partial2 <= r_partial1 + (q_est << 3);
      r_est <= r_partial2 - q_est;
    end
  end
  always @(posedge clk or negedge rst) begin
    if (!rst) begin
      y_partial0 <= 0;
      y_partial1 <= 0;
      y_partial2 <= 0;
      y_term <= 0;
    end else begin
      y_partial0 <= (r_est[22:0] << 23);
      y_partial1 <= y_partial0 - (r_est[22:0] << 13);
      y_partial2 <= y_partial1 + r_est[22:0];
      y_term <= y_partial2;
    end
  end
  always @(posedge clk or negedge rst) begin
    if (!rst) begin
      diff <= 0;
      output_data <= 0;
    end else begin
      diff <= x_stage_10[22:0] - y_term[22:0];
      if (diff >= (modulus << 1))
        output_data <= diff - (modulus << 1);
      else if (diff >= modulus)
        output_data <= diff - modulus;
      else
        output_data <= diff;
    end
  end
endmodule
==> ./run.sh <==
#!/bin/bash
# OpenROAD 26Q1-2900-gdf79404cd8, Yosys 0.63+post, stock flow scripts
make -C /OpenROAD-flow-scripts/flow DESIGN_CONFIG=/design/flow/config.mk WORK_HOME=/design/flow/orfs finish
==> ./config.mk <==
export PLATFORM = sky130hd
export DESIGN_NAME = mod_mult_m_23
export DESIGN_NICKNAME = mod_mult_m_23
export VERILOG_FILES = /design/flow/design.v
export SDC_FILE = /design/flow/constraint.sdc
export NUM_CORES = 4
export LEC_CHECK = 1
export CORE_UTILIZATION = 30
==> ./constraint.sdc <==
current_design mod_mult_m_23

set clk_period 16.2
set clk_io_pct 0.2

create_clock -name clk0 -period $clk_period [get_ports {clk}]

set non_clock_inputs [all_inputs -no_clocks]
set_input_delay [expr $clk_period * $clk_io_pct] -clock clk0 $non_clock_inputs
set_output_delay [expr $clk_period * $clk_io_pct] -clock clk0 [all_outputs]
==> impl_metrics.toml <==
# synthesis and place-and-route metrics
[outcome]
status = "finished, final reports clean"

[floorplanning]
core_area_mm2 = 0.1001
fp_util = 0.3033
rows = 116
die_h_um = 320.2
die_w_um = 320.2
dieArea_mm2 = 0.1025
ios = 118

[route]
n_antenna_cell = 0
drt_iter0_drc = 852
detail_route.vias_per_cell = 4.606
drtPass1Iterations = 5
num_vias = 21260
m1WireLength_um = 29170
wire_per_inst_um = 13.67
wl_met3_um = 3838
met2_length_um = 29260
ant_nets = 0
routed_wl_um = 63070
highest_layer = "met5"
drc_errors = 0

[global_routing]
grt_usage = 0.1329
grt_max_degree = 95
grt_pass1_vias = 21280
grt_first_pass_wirelength_um = 107400
grt_overflow = 0
grt_antenna_before_repair = 1

[critical_path]
critical_path.most_common_cell = "fa_1"
ff2ff_path_depth = 13
path_class = "input pin to flop"
path_max_fanout = 23
slowest_stage = "fa_1"
critPathCaptureType = "flop"
crit_arrival_ns = 9.89
cp.required_ns = 16.61
reg2reg_setup_slack_ns = 12.30
cpPeakStageDelay_ns = 0.58
worst_setup_path_start_kind = "input pin"
cp_cell_sequence = "clkdlybuf4s50_1 > buf_4 > nand2_1 > fa_1 > fa_1 > fa_1 > fa_1 > inv_1 > fa_1 > inv_1 > fa_1 > inv_1 > ha_1 > a21o_1 > a21oi_1 > o21ai_0 > a211oi_1 > o21ai_1 > o21ai_1 > nor4_1 > a211oi_1 > a211oi_1"

[cts]
cts_root_buffer = "clkbuf_16"
clockBufferDepth = 3
clk_pin_slew_ns = 0.06
htree_levels = 1
clock_latency_ns = 0.55
cts_sinks = 281
hold_buffers = 0
post_cts_buffers = 0
cts_tree = "yes"
cts_buffers = 28
ctsResizeCount = 0

[sta]
maxSlewHeadroom = 0.5128
final.setup_skew_ns = 0.008276
fmax_mhz = 105.5
final_max_slew_viol_count = 0
finalHoldViolCount = 0
setup_tns_ns = 0
rsz0062_at_grt = "no"
tightest_slew_ns = 0.7308
min_period_ns = 9.480
finalCritPeriodShare = 0.5852
setup_viol = 0

[synth]
common_cells = "572 x inv_1, 454 x nand2_1, 405 x fa_1"
edf_count = 0
synthArstFlopShare = 1.000
synth.top_cell.area_share = 0.2669
netlist.top_cell.by_area = "fa_1"
syn_inst = 3239
ys_ff = 281
avgSynthCellArea_um2 = 9.378
ys_cells = 3239
yosys_warnings = 1
syn_area_mm2 = 0.03037
most_common_cell = "inv_1"
yosys.stat.seqShare = 0.2315
synth-main-ff-cell = "dfrtp_1"
yosys_area_mm2 = 0.03037
synth.area.top_cells = "fa_1 27%, dfrtp_1 23%, ha_1 12%, inv_1 7.1%, nand2_1 5.6%"
yosys.cell_types.count = 73

[final_layout]
area_delta_synth_final_pct = 11.18
layout.area.comb_mm2 = 0.02074
nFillCells = 10090
drive_above_1_share = 0.03588
seq_area_mm2 = 0.007032

[place]
dpl.hpwl_um = 49390
gp_congestion = 0.8876
io_buffers = 93

[flow_run]
cap_violations = 0
tool_warnings = 49

[hold_path]
worst_hold_path_type = "flop to flop"
whs_path_depth = 0
-- flip-flops by register name (all words and copies together) (netlist names) --
signal,cells
y_partial1,9
x_stage_01,29
x_stage_10,46
x_stage_00,40
r_est,23
r_partial1,8
r_partial2,11
y_partial2,23
output_data,23
y_term,23
q_est,23
diff,23
-- cells by family after synthesis --
group                    Yosys count  share of synthesized area
AND/OR/NAND/NOR                  909                     0.1416
buffers and inverters            688                    0.08552
flip-flops                       281                     0.2315
adder cells (fa/ha/maj)          685                     0.3823
AND-OR/OR-AND                    496                     0.1065
multiplexers                      16                   0.005314
XOR/XNOR                         164                    0.04729
-- cell usage in the layout, fill, tap and decap left out, drive strengths merged, types with 7 or more instances in the layout --
cell type      count
nand2            454
clkdlybuf4s50     92
nand2b            21
o31a               7
or3                8
mux2i             15
o21ai             98
dfrtp            281
and2             175
o21bai            33
o311ai             9
a211oi            15
xor2              46
o211ai            12
clkbuf            38
o21a              34
xnor2            118
a31oi             18
nand3             29
fa               405
nor2              94
o31ai              7
nor2b             15
buf               53
and3              16
inv              574
clkinv             7
nand4             17
ha               280
nor4b              8
nor3              38
a21oi            144
a21o              72
-- metrics by stage --
| step | util | area (um^2) | worst slack [ns] | std cells | hold slack (ns) |
|---|---|---|---|---|---|
| after floorplan | - | 30370 | 7.352 | 3239 | 0.3312 |
| after global placement | 0.3283 | 32870 | 6.152 | 4566 | 0.3327 |
| after detailed placement | 0.3283 | 32870 | 6.129 | 4566 | 0.3347 |
| after CTS | 0.3372 | 33770 | 6.711 | 4615 | 0.3420 |
| after global routing | 0.3372 | 33770 | 6.458 | 4615 | 0.3509 |
| final | 0.3372 | 33770 | 6.720 | 4615 | 0.3417 |
-- critical path: cells and delay by family --
kind	cells	cell delay, ns
AND-OR/OR-AND	8	1.81
adder cells (fa/ha/maj)	7	3.44
AND/OR/NAND/NOR	2	0.45
buffers and inverters	5	0.91
-- routing by layer --
metal | up-vias | track usage
li1 | 10350 | -
met1 | 10370 | 0.1973
met2 | 490 | 0.2063
met4 | 2 | 0.01616
met5 | - | 0
met3 | 49 | 0.03544
-- path summary, 6_finish.rpt --
kind | start | endpoint
worst max-delay path | input_data0[10] | x_stage_00[39]$_DFF_PN0_
worst max register to register | diff[1]$_DFF_PN0_ | output_data[22]$_DFF_PN0_
worst min-delay path | x_stage_10[45]$_DFF_PN0_ | q_est[22]$_DFF_PN0_
max in group asynchronous | rst | x_stage_00[0]$_DFF_PN0_
min in group asynchronous | rst | output_data[2]$_DFF_PN0_
worst min register to register | x_stage_10[45]$_DFF_PN0_ | q_est[22]$_DFF_PN0_
-- area by class of cell --
class,instances,area share
clock buffer,38,0.02338
timing repair buffer,145,0.03928
clock inverter,11,0.003112
tap,1298,0.04809
sequential,281,0.2082
inverter,572,0.06358
multi-input combinational,2270,0.6143
